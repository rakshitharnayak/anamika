--- ./design.v ---
module my_fifo #(
                   parameter DATA_W           = 128      ,         
                   parameter DEPTH            = 16     ,         
                   parameter UPP_TH           = 4      ,         
                   parameter LOW_TH           = 2                
                )
                (
                   input                   clk         ,         
                   input                   rstn        ,         
                   input                   i_wren      ,         
                   input  [DATA_W - 1 : 0] i_wrdata    ,         
                   output                  o_alm_full  ,         
                   output                  o_full      ,         
                   input                   i_rden      ,         
                   output [DATA_W - 1 : 0] o_rddata    ,         
                   output                  o_alm_empty ,         
                   output                  o_empty               
                );
logic [DATA_W - 1        : 0] data_rg [DEPTH] ;         
logic [$clog2(DEPTH) - 1 : 0] wrptr_rg        ;         
logic [$clog2(DEPTH) - 1 : 0] rdptr_rg        ;         
logic [$clog2(DEPTH)     : 0] dcount_rg       ;         
logic                         wren_s          ;         
logic                         rden_s          ;         
logic                         full_s          ;         
logic                         empty_s         ;         
always @ (posedge clk) begin
   if (!rstn) begin      
      data_rg   <= '{default: '0} ;
      wrptr_rg  <= 0              ;
      rdptr_rg  <= 0              ;      
      dcount_rg <= 0              ;
   end
   else begin   
      if (wren_s) begin                          
         data_rg [wrptr_rg] <= i_wrdata ;         
         if (wrptr_rg == DEPTH - 1) begin
            wrptr_rg <= 0               ;         
         end
         else begin
            wrptr_rg <= wrptr_rg + 1    ;         
         end
      end
      if (rden_s) begin         
         if (rdptr_rg == DEPTH - 1) begin
            rdptr_rg <= 0               ;         
         end
         else begin
            rdptr_rg <= rdptr_rg + 1    ;         
         end
      end
      if (wren_s && !rden_s) begin                
         dcount_rg <= dcount_rg + 1 ;
      end                    
      else if (!wren_s && rden_s) begin           
         dcount_rg <= dcount_rg - 1 ;         
      end
   end
end
assign full_s      = (dcount_rg == DEPTH) ? 1'b1 : 0                ; 
assign empty_s     = (dcount_rg == 0    ) ? 1'b1 : 0                ;
assign wren_s      = i_wren & !full_s                               ;  
assign rden_s      = i_rden & !empty_s                              ;
assign o_full      = full_s                          ;
assign o_empty     = empty_s                                        ;
assign o_alm_full  = ((dcount_rg > UPP_TH) ? 1'b1 : 0)              ;
assign o_alm_empty = (dcount_rg < LOW_TH) ? 1'b1 : 0                ;  
assign o_rddata    = data_rg [rdptr_rg]                             ;   
endmodule
--- ./constraint.sdc ---
current_design my_fifo

set clk_period 98.3
set clk_io_pct 0.2

create_clock -name clk0 -period $clk_period [get_ports {clk}]

set non_clock_inputs [all_inputs -no_clocks]
set_input_delay [expr $clk_period * $clk_io_pct] -clock clk0 $non_clock_inputs
set_output_delay [expr $clk_period * $clk_io_pct] -clock clk0 [all_outputs]
--- ./run.sh ---
#!/bin/bash
# OpenROAD 26Q1-2900-gdf79404cd8, Yosys 0.63+post, stock flow scripts
make -C /OpenROAD-flow-scripts/flow DESIGN_CONFIG=/design/flow/config.mk WORK_HOME=/design/flow/orfs finish
--- ./config.mk ---
export PLATFORM = sky130hd
export DESIGN_NAME = my_fifo
export DESIGN_NICKNAME = my_fifo
export VERILOG_FILES = /design/flow/design.v
export SDC_FILE = /design/flow/constraint.sdc
export NUM_CORES = 4
export LEC_CHECK = 1
export CORE_UTILIZATION = 30
export SYNTH_HDL_FRONTEND = slang
==> run summary <==
Results of the run.

The area of the die is 306,600 um2. The class of the most critical hold timing path is reg2reg. The post-synthesis adder-cell area fraction is 0.001452. The worst hold path stage count is 2. The first global-routing pass estimated 476,900 um of wire. The final layout report lists a filler cell count of 30,350.

Counting every sink on the clock net gives 2,061. The clock period minus worst slack is 25.75 ns. In this run the static leakage power is 33.35 nW.

Global route summary, busiest routing layer listed as met2. The post-route antenna net violation count is 0. In the final layout, the share of cells above drive strength 1 is 0.1071. The number of hold buffers added after CTS was 0. The normalized max-slew margin is 0.4120.

The combined global-route utilization of all metal layers is 0.2130. The largest net degree at the start of global routing is 171. The synthesized design contains 0 enable-type register cells. The number of antenna violations at the first check in global routing was 53. The most common cell in the synthesized netlist is sky130_fd_sc_hd__nand2_1. The via count of the first global-routing pass is 70,610. Clock-pin slew was measured on the worst setup and hold paths at 0.06 ns. In the synthesized netlist the dominant register cell turns out to be sky130_fd_sc_hd__dfxtp_1. After routing, the total negative slack on setup checks comes to 0 ns. For reference, the post-synthesis area per instance comes to 8.840 um2.

Derived from the worst setup path, the maximum achievable clock frequency is 38.83 MHz. Warnings raised by the tools during the run amount to 45. The worst reg-to-reg path cell count is 8. The endpoint of the worst hold path is reported as data_rg[1901]. met1 track demand over resource after global routing is 0.2944. The worst VDD IR drop from the latest analysis is 0.01638 mV. In the synthesized netlist, the cells that appear most often are sky130_fd_sc_hd__nand2_1, sky130_fd_sc_hd__dfxtp_1, sky130_fd_sc_hd__a21boi_1.

Per the synth stats, the proportion of register bits with asynchronous set or reset is 0. The H-tree level count is 4. For this run, global-route usage on met2 was measured as 0.3250. Among the non-sequential cells, AND-OR/OR-AND gates take the most area.

Per the OpenROAD floorplan log, the width of the die is 553.7 um. For this run, the register share of the synthesized area comes to 0.4518. The detailed-route wire length is 319,800 um. Port buffering added 263 buffers. The buffer depth of the longest clock path is 4. The pre-antenna-repair detailed-routing pass consisted of 5 iterations. The clock reaches the later pin of the worst-skew pair after 0.91 ns. The floorplan has 202 rows. The launch point of the worst register-to-register path is recorded as dcount_rg[0]. After detailed routing, the number of remaining DRC violations is 0.

The critical path is of the reg2out type. The worst-margin pin slew is 0.8820 ns. The area fraction of the largest cell type after synthesis is 0.4518. Recorded from the global router log, the overflow total was 0.

The largest stage delay on the critical path is 0.70 ns. The hold violation count in the final report is 0. The arrival time of data at the worst endpoint is listed as 6.09 ns. The cell count after placement is 13,630. The CTS report gives the tree buffer count as 221. The area reported by Yosys stat is 91,320 um2. STA classifies the critical path startpoint as a flop. The setup slack of the worst register-to-register path is 93.90 ns. The CTS tree is yes.

The routed via count divided by cell count is 5.200. The setup violation total in the final timing report is 0. The start point of the worst hold path is data_rg[1901]. OpenSTA lists the critical path startpoint as rdptr_rg[0]. In this run the critical path is formed by buf_4 > buf_4 > buf_4 > buf_4 > buf_12 > mux4_2 > a22oi_1 > nand2_1 > clkdlybuf4s50_1. Setup repair after global routing left no endpoint under its margin. The endpoint of the most critical register-to-register path is data_rg[515]. The synthesized-area fraction occupied by and/or/nand/nor cells is 0.1762. Measured along the y axis, the die boundary spans 553.7 um. The library cell contributing the largest single delay on the critical path is sky130_fd_sc_hd__buf_4.

The run reported a max-capacitance violation count of 0. After legalization and detailed placement, the total HPWL measured 166,300 um. The floorplan step defined a core boundary enclosing 302,800 um2. Per the final report, max-transition violations number 0. The flow ran to the end, and the final reports show no timing, DRC or antenna violations. The category of the worst setup path capture point is an output port. In this run the cell area of the synthesized design comes to 91,320 um2. The detailed-route wire length per cell is 22.78 um. Per the synthesis report, the AND-OR/OR-AND share of the synthesized area is 0.1938.

The cell type with the largest total area after synthesis is sky130_fd_sc_hd__dfxtp_1. The post-synthesis xor/xnor area fraction is 0.0003836. The I/O pin count is 264. The script computed a power per unit cell area of 19.62 nW/um2. Looking at the critical path, the highest net fanout was 69. Routing resource usage on met3 recorded by global route was 0.07324. The post-synthesis cell type count is 39. In the finished design, the share of the clock period the worst path needs comes to 0.2620.

The synthesis log from Yosys contains 0 warnings. Per the gpl log, the routability congestion estimate is 0.8057. Clock tree synthesis selected as its root buffer the cell sky130_fd_sc_hd__clkbuf_16. In the post-synthesis netlist, the biggest area contributors are sky130_fd_sc_hd__dfxtp_1, sky130_fd_sc_hd__nand2_1, sky130_fd_sc_hd__a21boi_1. The portion of synthesized area spent on multiplexers is 0.1268. The final route contains 73,030 vias.

Yosys stat counts 10,330 cells in the synthesized netlist. At the floorplan stage, the core utilization is reported as 0.3016. In the synthesized netlist, the number of instances is 10,330. The most prevalent standard cell on the critical path is sky130_fd_sc_hd__buf_4. Once iteration 0 of detailed routing completed, the report listed 5,769 DRC markers. The worst setup skew after layout is 0.07378 ns. Post-CTS repair ended up resizing 0 cells. The area overhead of the layout relative to synthesis is 13.74%. The critical path endpoint has a required time of 78.64 ns. The number of non-filler instances in the completed layout is 14,040. The setup fix buffers added after clock tree synthesis is 0. The number of synthesized register bits is 2,061.
cell usage in the layout, fill, tap and decap left out, drive strengths merged, types with 3 or more instances in the layout:
cell / instances
mux2i: 5
clkbuf: 330
ha: 9
bufinv: 19
a22oi: 256
dfxtp: 2061
nand2: 4235
xnor2: 3
nor2b: 6
nand2b: 3
a21boi: 2050
o21ai: 3
mux4: 512
buf: 173
clkinv: 38
a2111oi: 4
a211oi: 13
a2111o: 4
clkinvlp: 3
nor2: 5
nand3: 4
a21oi: 5
inv: 8
diode: 20
and2: 6
a211o: 13
clkdlybuf4s50: 262
critical path, delay by kind of cell, from the launching register on:
kind,cells,cell delay [ns]
compound gates,1,0.28
mux,1,0.58
simple gates,1,0.17
flops,1,0.62
buf+inv,6,3.45
state kept, by name, summed over array words and instances (netlist names):
register	flops
rdptr_rg	4
data_rg	2048
dcount_rg	5
wrptr_rg	4
worst max-delay path by stage:
stage	depth (start not counted)	endpoint
4_1_cts	9	o_rddata[103]
5_1_grt	9	o_rddata[103]
6_report	9	o_rddata[22]
cell families after synthesis:
family | after synthesis
buffers and inverters | 1119
adder cells (fa/ha/maj) | 10
AND/OR/NAND/NOR | 4265
flip-flops | 2061
multiplexers | 517
XOR/XNOR | 4
AND-OR/OR-AND | 2355
where the power goes:
group          switching (W)  leakage [nW]  internal, W  total [W]
clock               0.000356          3.71     0.000513   0.000869
sequential         0.0000124          16.6     0.000852   0.000865
combinational       0.000181          13.0     0.000123   0.000305
total               0.000550          33.3      0.00149    0.00204
per-layer routing:
layer / vias up / part of all wire
met2: 2733 / 0.45
li1: 33680 / -
met4: 38 / 0.031
met1: 35990 / 0.42
met5: - / 0.00071
met3: 588 / 0.099
metrics by stage:
stage | hold WS [ns] | utilization | setup slack [ns] | cell area (um2) | total power (W)
final | 0.4472 | 0.3431 | 72.55 | 103900 | 0.002038
after detailed placement | 0.4414 | 0.3182 | 73.07 | 96330 | 0.001192
after CTS | 0.4497 | 0.3429 | 72.31 | 103800 | 0.002057
after global placement | 0.4370 | 0.3182 | 73.04 | 96330 | 0.001190
after floorplan | 0.4319 | - | 76.75 | 91320 | 0.001075
after global routing | 0.4613 | 0.3430 | 72.04 | 103900 | 0.002109
layout make-up:
cell class / instances / area (um2) / area share
Sequential cell: 2061 / 41270 / 0.3973
Inverter: 3 / 11.26 / 0.0001084
Antenna cell: 20 / 50.05 / 0.0004818
Timing Repair Buffer: 435 / 4229 / 0.04071
Clock buffer: 330 / 6625 / 0.06378
Clock inverter: 65 / 864.6 / 0.008324
Multi-Input combinational cell: 7151 / 45850 / 0.4414
Tap cell: 3978 / 4977 / 0.04792
Power and IR drop assume default switching activity.
